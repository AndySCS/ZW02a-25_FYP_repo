===== design/flow/run.sh =====
#!/bin/bash
# OpenROAD 26Q1-2900-gdf79404cd8, Yosys 0.63+post, stock flow scripts
make -C /OpenROAD-flow-scripts/flow DESIGN_CONFIG=/design/flow/config.mk WORK_HOME=/design/flow/orfs finish

===== design/flow/config.mk =====
export PLATFORM = sky130hd
export DESIGN_NAME = ifu
export DESIGN_NICKNAME = ifu
export VERILOG_FILES = /design/flow/design.v
export SDC_FILE = /design/flow/constraint.sdc
export NUM_CORES = 4
export LEC_CHECK = 1
export CORE_AREA = 10 10 85 85
export DIE_AREA = 0 0 95 95
export SYNTH_MEMORY_MAX_BITS = 65536

===== design/flow/constraint.sdc =====
current_design ifu

set clk_period 2.3
set clk_io_pct 0.2

create_clock -name clk0 -period $clk_period [get_ports {clk}]

set non_clock_inputs [all_inputs -no_clocks]
set_input_delay [expr $clk_period * $clk_io_pct] -clock clk0 $non_clock_inputs
set_output_delay [expr $clk_period * $clk_io_pct] -clock clk0 [all_outputs]

===== design/flow/design.v =====
module ifu (
    clk,
    rst_n,
    start_vld,
    start_addr,
    idu_ifu_rdy,
    idu_ifu_wfi,
    alu_ifu_br_vld,
    alu_ifu_br_addr,
    ifu_idu_vld,
    ifu_idu_ins,
    ifu_idu_pc
);
    input clk;
    input rst_n;
    input start_vld;
    input [11:0] start_addr;
    input idu_ifu_rdy;
    input idu_ifu_wfi;
    input alu_ifu_br_vld;
    input [11:0] alu_ifu_br_addr;
    output ifu_idu_vld;
    output [31:0] ifu_idu_ins;
    output [31:0] ifu_idu_pc;
    wire ifu_idu_vld_nxt;
    wire [127:0] ifu_idu_ins_raw;
    wire mem_ce;
    wire [7:0] mem_addr;
    wire cur_ins_addr_en;
    wire [11:0] cur_ins_addr_nxt;
    wire [11:0] cur_ins_addr;
    wire [11:0] cur_ins_addr_plus;
    assign ifu_idu_vld_nxt = start_vld | ifu_idu_vld & ~idu_ifu_wfi | alu_ifu_br_vld;
    assign ifu_idu_ins = {32{cur_ins_addr[3:2] == 2'b00}} & ifu_idu_ins_raw[31:0]
                       | {32{cur_ins_addr[3:2] == 2'b01}} & ifu_idu_ins_raw[63:32]
                       | {32{cur_ins_addr[3:2] == 2'b10}} & ifu_idu_ins_raw[95:64]
                       | {32{cur_ins_addr[3:2] == 2'b11}} & ifu_idu_ins_raw[127:96];
    DFFR #(.WIDTH(1))
    ff_ifu_idu_vld(
        .clk(clk),
        .rst_n(rst_n),
        .d(ifu_idu_vld_nxt),
        .q(ifu_idu_vld)
    );
    assign cur_ins_addr_plus = cur_ins_addr + 15'h4;
    assign cur_ins_addr_en = idu_ifu_rdy & ifu_idu_vld | start_vld | alu_ifu_br_vld;
    assign cur_ins_addr_nxt = start_vld ? {start_addr[11:2], 2'b00} : alu_ifu_br_vld ? alu_ifu_br_addr[11:0] : cur_ins_addr_plus;
    DFFE #(.WIDTH(12))
    ff_cur_ins_addr(
        .clk(clk),
        .en(cur_ins_addr_en),
        .d(cur_ins_addr_nxt),
        .q(cur_ins_addr)
    );
    assign mem_ce = start_vld | ifu_idu_vld & idu_ifu_rdy & (&cur_ins_addr[3:2]) | alu_ifu_br_vld;
    assign mem_addr = start_vld ? start_addr[11:4] : alu_ifu_br_vld ? alu_ifu_br_addr[11:4] : cur_ins_addr_plus[11:4];
    mem_wrapper #(
        .ADDR_WIDTH(8),
        .DATA_WIDTH(128)
    )
    ifu_mem_wrap_256x128(
        .clk(clk),
        .we(1'b0),
        .ce(mem_ce),
        .addr(mem_addr),
        .din(128'b0),
        .dout(ifu_idu_ins_raw)
    );
    assign ifu_idu_pc = {20'b0, cur_ins_addr};
endmodule
module DFFE(
    clk,
    d,
    en,
    q
);
parameter WIDTH = 1;
input wire clk;
input wire en;
input wire [WIDTH-1:0]d;
output reg [WIDTH-1:0]q;
always@(posedge clk)begin
    if(en) begin
        q <= d;
    end
end
endmodule
module DFFR(
    clk,
    rst_n,
    d,
    q
);
parameter WIDTH = 1;
input wire clk;
input wire rst_n;
input wire [WIDTH-1:0]d;
output reg [WIDTH-1:0]q;
always@(posedge clk or negedge rst_n)begin
    if(~rst_n)begin
        q <= {WIDTH{1'b0}};
    end
    else begin
        q <= d;
    end
end
endmodule
module mem_wrapper (
    clk,
    we,
    ce,
    addr,
    din,
    dout
);
    parameter ADDR_WIDTH = 8;
    parameter DATA_WIDTH = 16;
    parameter DEPTH = 1 << ADDR_WIDTH;
    input clk;
    input we;
    input ce;
    input [ADDR_WIDTH-1:0] addr;
    input [DATA_WIDTH-1:0] din;
    output reg [DATA_WIDTH-1:0] dout;
    reg [DATA_WIDTH-1:0] mem [0:DEPTH-1];
    always @(posedge clk) begin
        if (we & ce) begin
            mem[addr] <= din;
        end
        else if(ce) begin
            dout <= mem[addr];  
        end
    end
endmodule

==> flow_summary.toml <==
# yosys + openroad results
[placed_design]
io_buffers = 40
gp_congestion = 0.808
postPlaceCellArea_um2 = 1490
post-dp-hpwl_um = 2760
dpl.cell_count = 242

[global_route]
grt_pass1_wl_um = 4970
grt_max_degree = 13
grt_pass1_vias = 972
antenna_found_initial = 0
overflow = 0
grt_use_total_pct = 6.81

[clock_network]
clk_pin_slew_ns = 0.06
cts_tree = "built"
postCtsSetupBuffers = 0
ctsResizeCount = 0
clk_latency_ns = 0.24
cts_hold_buf = 0
clock_sinks = 13
htree_levels = 1
cts_buffers = 3
root_buffer = "clkbuf_8"
cts_max_path_buffers = 2

[timing]
post-route-period-util_pct = 77.8
fmax_ghz = 0.559
hold_violations = 0
finClkSkew_ns = 0.00111
fin_tns_setup_ns = 0
setup_viol = 0
whs_ns = 0.357
finalMaxSlewViolations = 0
rsz0062_at_grt = "false"
layout_min_cycle_time_ns = 1.79

[pwr]
combPwrFrac_pct = 25.6
p_sw_w = 0.000173
ir_drop_mv = 0.203
switching_share_pct = 24.5
power_density_nw_per_um2 = 460
p_int_w = 0.000533
p_seq_share_pct = 45.3
pwr-share-clk_pct = 29.1
cellLeakagePower_nw = 0.674

[floorplan]
ios = 95
dieHeight_um = 95
dieArea_um2 = 9030
coreArea_um2 = 5470
num_rows = 27
chipWidth_um = 95
floorplan.core_util_pct = 21.6

[logic_synthesis]
area_leaders = "buf_4, edfxtp_1, mux2i_1"
synthArstFlopShare_pct = 7.69
enable_flop_cells = 12
netlist-cell-type-count = 29
top_area_cell = "buf_4"
yosys_warnings = 3
yosysMostFrequentCell = "buf_4"
netlist_area_um2 = 1180
ys_cells = 129
ys_seq_share_pct = 32.6
netlist.area_leader.share_pct = 33.1
yosys-stat-area_um2 = 1180
top_cells_by_count = "buf_4, edfxtp_1, nand2_1, a21oi_1, o21ai_0"
ys.flops = 13
synth_cells = 129
synthFlopType = "edfxtp_1"
synth_area_per_cell_um2 = 9.16

[worst_setup_path]
crit_required_ns = 2.29
startpoint_type = "primary input"
path_buffers = 3
crit_top_cell = "inv_1"
crit_path_max_incr_delay_ns = 0.63
cp_top_family = "buffers and inverters"
cp-end-kind = "register"
worstPathArrival_ns = 1.78
critPathKind = "primary input to register"
worstPathCellList = "clkdlybuf4s50_1 > inv_1 > nand2_1 > inv_1 > a221o_1"
slowest_stage = "clkdlybuf4s50_1"
cp_max_fo = 8

[finish]
stdcell_count = 246
layout.area.comb_um2 = 562
fillerInstances = 582
drive_gt1_share_pct = 6.90
syn_to_final_growth_pct = 30.0
design_area_um2 = 1540
seq_area_um2 = 385

[run_status]
status = "complete, no violations"

[flow_run]
maxCapViolations = 0
tool_warnings = 27

[worst_hold_path]
min_path_type = "primary input to asynchronous set/reset pin"

[detailed_routing]
vias = 881
postRouteWirelength_um = 3250
initialDrtViolationCount = 17
wl_per_cell_um = 13.2
via_per_inst = 3.58
ant_nets = 0
diodes = 0
drc = 0
drtPass1Iterations = 3
-- stage by stage --
step | utilization (%) | total power (W) | setup slack, ns
finish | 28.1 | 0.000706 | 0.511
floorplan | - | 0.000442 | 0.855
CTS | 28.1 | 0.000729 | 0.503
detailed placement | 27.2 | 0.000509 | 0.267
global placement | 27.2 | 0.000510 | 0.263
global route | 28.1 | 0.000760 | 0.390
-- routing by layer --
metal  vias to the layer above  wire (um)  global-route usage [%]
li1                        432          -                       -
met1                       401       1420                    9.34
met2                        46       1510                    10.5
met3                         2        294                    2.40
met4                         0         29                   0.873
met5                         -          0                       0
-- registers in the layout, summed over array words and instances, names as in the netlist --
name,cells
ff_cur_ins_addr.q,12
ff_ifu_idu_vld.q,1
-- logic make-up (layout without fill, tap and decap cells) --
family,Yosys count,after routing,share of synthesized area (%)
flip-flops,13,13,32.6
adder cells (fa/ha/maj),1,1,1.06
buffers and inverters,59,53,36.0
AND-OR/OR-AND,21,21,11.4
multiplexers,5,5,4.34
AND/OR/NAND/NOR,24,24,10.5
other,1,52,0.317
XOR/XNOR,5,5,3.71
-- power groups by stage --
| stage | logic [W] | clock network (W) | registers (W) |
|---|---|---|---|
| finish | 0.000181 | 0.000205 | 0.000320 |
| global route | 0.000205 | 0.000230 | 0.000325 |
| CTS | 0.000187 | 0.000222 | 0.000320 |
-- worst paths after layout --
check                                   endpoint  slack (ns)  depth (start not counted)                  from
max in group asynchronous       ff_ifu_idu_vld.q        1.85                          1                 rst_n
min reg2reg                     ff_ifu_idu_vld.q        0.57                          2      ff_ifu_idu_vld.q
max reg2reg                ff_cur_ins_addr.q[10]        0.71                          4  ff_cur_ins_addr.q[5]
min                             ff_ifu_idu_vld.q        0.36                          1                 rst_n
min in group clk0               ff_ifu_idu_vld.q        0.57                          2      ff_ifu_idu_vld.q
max                         ff_cur_ins_addr.q[7]        0.51                          5             start_vld
-- cell usage in the layout, fill, tap and decap left out --
cell type / count
conb_1: 52
clkdlybuf4s50_1: 40
edfxtp_1: 12
nand2_1: 9
a21oi_1: 6
o21ai_0: 5
buf_4: 5
nor2_1: 4
inv_1: 4
mux2i_1: 4
xnor2_1: 3
and3_1: 3
a221o_1: 3
o22ai_1: 3
clkbuf_8: 3
nand4_1: 2
nand3_1: 2
or3_1: 2
xor2_1: 2
and4_4: 1
o21a_1: 1
o21ai_2: 1
o211ai_1: 1
o31ai_1: 1
nand3_2: 1
mux2_2: 1
ha_1: 1
clkbuf_1: 1
dfrtp_1: 1
-- layout make-up --
type | count | share of cell area [%]
inverters | 4 | 0.978
repair buffers | 45 | 28.5
well taps | 72 | 5.87
multi-input cells | 108 | 36.6
flip-flops and latches | 13 | 25.1
clock buffers | 4 | 2.93
Power figures rest on the tool's default switching activity, not on a simulated workload.
