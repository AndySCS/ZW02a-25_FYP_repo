==> flow/design.v <==
module ram_mem_wrapper (
    clk,
    we,
    ce,
    addr,
    din,
    dout
);
    parameter ADDR_WIDTH = 8;
    parameter DATA_WIDTH = 16;
    parameter DEPTH = 1 << ADDR_WIDTH;
    input clk;
    input [DATA_WIDTH/8-1:0]we;
    input ce;
    input [ADDR_WIDTH-1:0] addr;
    input [DATA_WIDTH-1:0] din;
    output reg [DATA_WIDTH-1:0] dout;
    wire [DATA_WIDTH-1:0] we_wide;
    reg  [DATA_WIDTH-1:0] mem [0:DEPTH-1];
    genvar i;
    generate;
        for (i = 0; i < DATA_WIDTH/8; i = i + 1) begin
            assign we_wide[7+i*8:0+i*8] = {8{we[i]}};
        end
    endgenerate
    always @(posedge clk) begin
        if ((|we) & ce) begin
            mem[addr] <= (din & we_wide) | (mem[addr] & ~we_wide);  
        end
        else if(ce) begin
            dout <= mem[addr];  
        end
    end
endmodule
==> flow/run.sh <==
#!/bin/bash
# OpenROAD 26Q1-2900-gdf79404cd8, Yosys 0.63+post, stock flow scripts
make -C /OpenROAD-flow-scripts/flow DESIGN_CONFIG=/design/flow/config.mk WORK_HOME=/design/flow/orfs finish
==> flow/config.mk <==
export PLATFORM = sky130hd
export DESIGN_NAME = ram_mem_wrapper
export DESIGN_NICKNAME = ram_mem_wrapper
export VERILOG_FILES = /design/flow/design.v
export SDC_FILE = /design/flow/constraint.sdc
export NUM_CORES = 4
export LEC_CHECK = 1
export CORE_UTILIZATION = 50
==> flow/constraint.sdc <==
current_design ram_mem_wrapper

set clk_period 35.7
set clk_io_pct 0.2

create_clock -name clk0 -period $clk_period [get_ports {clk}]

set non_clock_inputs [all_inputs -no_clocks]
set_input_delay [expr $clk_period * $clk_io_pct] -clock clk0 $non_clock_inputs
set_output_delay [expr $clk_period * $clk_io_pct] -clock clk0 [all_outputs]
==> job_summary.md <==
## PnR job results

| Metric | Value |
|---|---|
| Crit path launch | `addr[0]` |
| Worst Tran Pin Value | `1.31 ns` |
| CP Buf/Inv Count | `11` |
| Worst Skew | `0.0673 ns` |
| Hold_sp | `mem[48][2]` |
| Die Ht | `around 560 um` |
| Syn Area/Cell | `21.2 um^2` |
| Number of enable flip-flop cells | `roughly 4,100` |
| CP startpoint kind | `input port` |
| PortBufs | `43` |
| Flop-to-flop setup slack | `30.78 ns` |
| Critical path's slowest cell | `buf_4` |
| WL/cell | `33.7 um` |
| RSZ-0062 raised after global routing | `false` |
| Vias | `77,000` |
| R2r endpoint | `mem[66][13]` |
| Sequential area share after synthesis | `78.3%` |
| Die x size | `around 560 um` |
| DR pass1 iterations | `5` |
| Hold path cells | `5` |
| Total CTS buffers | `412` |
| Max-cap violations | `0` |
| R2R depth | `9` |
| Number of core rows | `205` |
| Number of global-route vias before repair | `83,900` |
| Gpl congestion | `roughly 0.89` |
| Ys cells | `7,428` |
| Die area | `around 0.32 mm^2` |
| Hold Fails Final Rpt | `0` |
| CTS tree | `built` |
| GRT overflow | `0` |
| HPWL Detailed | `between 200 and 250 mm` |
| Area of the multi-input gates | `approximately 0.032 mm^2` |
| Endpoints failing setup | `0` |
| CTS-repair resized insts | `0` |
| Worst path max stage delay | `~0.79 ns` |
| Layout cells sized above 1 | `22.5%` |
| Final Util | `57.0%` |
| Post-DR vias/cell | `6.19` |
| I/O Pins | `44` |
| DRC viols | `0` |
| Critical path's top delay family | `buffers and inverters` |
| Gr usage total | `30.5%` |
| CTS Sinks | `4,112` |
| Filler cells | `22,200` |
| Worst hold path type | `reg2reg` |
| CP Cell Sequence | `buf_16 > buf_4 > buf_4 > buf_4 > buf_4 > buf_4 > buf_4 > buf_4 > mux4_2 > o21ai_0 > nand4_1 > nor3_1 > o31ai_4 > buf_4 > buf_4 > buf_4` |
| Max FO, Critical Path | `80` |
| Fp util | `50.4%` |
| Cell Area, Synth | `0.158 mm^2` |
| Synth cell types | `52` |
| Crit path kind | `in2reg` |
| Clk ins delay skew pair | `~0.96 ns` |
| FF-to-FF Start | `mem[103][13]` |
| Clock Tree Buf Depth | `4` |
| Initial antenna violation count | `10` |
| Flop area | `between 0.1 and 0.15 mm^2` |
| Synth Register Bits | `4,112` |
| Slew Limit Fails | `0` |
| Setup_tns | `0 ns` |
| Post-layout period usage | `41.1%` |
| Synthesized netlist cell count | `7,428` |
| Routed WL | `419 mm` |
| Core area | `0.313 mm^2` |
| Synthesis Warnings | `1` |
| Post-DRT Antenna Nets | `0` |
| Most frequent CP cell | `buf_4` |
| Data arrival time of the worst path | `~15 ns` |
| Tool warnings | `just over 40` |
| Endpoint type of the worst setup path | `register` |
| Most frequent cells in the layout | `edfxtp_1, mux4_2, mux2i_1, buf_4, clkbuf_16` |
| H-tree depth | `5` |
| P_leak | `57.4 nW` |
| Crit path required time | `36.32 ns` |
| Yosys chip area | `0.158 mm^2` |
| Post-layout total power | `10.2 mW` |
| Global-route wire length before repair | `598 mm` |
| Hold_buf cts | `0` |
| Clock period minus worst slack | `14.67 ns` |
| WHS | `1.04 ns` |
| Worst vdd ir | `40.9 uV` |
| Post-CTS Setup Repair Bufs | `0` |
| PD cells | `57.1 mW/mm^2` |
| Peak Freq | `68.2 MHz` |
| Clock root cell | `clkbuf_16` |
| Status | `finished, final reports clean` |
| Dominant register cell | `edfxtp_1` |
| Largest net degree at the start of global routing | `137` |
| Async SR Flop Fraction | `0%` |
| Hold endpoint | `dout[2]` |
| Clock Pin Slew Worst Setup and Hold Paths | `~0.060 ns` |
| Initial DRC count | `around 5,100` |
| Max_slew headroom | `12.5%` |
| Area Growth Syn to Fin | `13.1%` |
| Top cell excl fill/tap | `edfxtp_1` |
[synth_stat cells, types with 2 or more instances]
master	instances	area (um^2)
a211oi_1	17	128
a21oi_1	68	340
a221oi_1	112	981
a22o_1	67	587
a22oi_1	252	1890
a31oi_1	34	213
and2_0	2	12.5
and2_1	8	50.1
and3_1	5	31.3
and3b_1	2	17.5
buf_1	21	78.8
buf_2	162	811
buf_4	69	518
buf_6	30	338
clkbuf_1	160	601
edfxtp_1	4112	123000
mux2_2	6	67.6
mux2i_1	689	6900
mux4_2	715	16100
nand2_1	123	462
nand2b_1	2	12.5
nand3_1	52	260
nand4_1	46	288
nand4b_1	4	35.0
nand4bb_1	5	56.3
nor2_1	333	1250
nor2b_1	11	68.8
nor3_1	62	310
nor3b_1	9	67.6
nor3b_2	10	125
nor4_1	2	12.5
o211ai_1	18	135
o21ai_0	94	470
o221ai_1	3	26.3
o22ai_1	64	400
o31ai_2	14	175
o32ai_1	14	123
or2_0	2	12.5
or4_1	16	120
[state kept, by name, indices dropped and copies added (netlist names)]
register,cells
mem,4096
dout,16
[final cells by class]
| type | count | share of cell area (%) |
|---|---|---|
| flip-flops and latches | 4112 | 69.2 |
| multi-input cells | 2871 | 18.0 |
| clock buffers | 500 | 6.04 |
| well taps | 4140 | 2.90 |
| repair buffers | 565 | 2.54 |
| clock inverters | 248 | 1.30 |
| diodes | 5 | 0.00701 |
| inverters | 2 | 0.00561 |
[routing by layer]
layer / track usage (%) / wire [um] / up-vias
li1: - / - / 32300
met2: 42.0 / 192000 / 5325
met5: 1.46 / 571 / -
met3: 24.9 / 80500 / 714
met1: 37.7 / 126000 / 38700
met4: 10.2 / 19700 / 22
[tightest hold or removal path: cells and delay by family, from the launching register on]
family,cells,cell delay (ns)
AOI/OAI and AO/OA,1,0.08
DFF,1,0.32
muxes,1,0.21
and+or+nand+nor,3,0.33
[metrics by stage]
stage	std cells	cell area (um^2)	setup slack, ns
after floorplan	7428	158000	14.45
after global placement	11700	165000	20.15
after detailed placement	11700	165000	20.03
after CTS	12400	178000	21.05
after global routing	12400	178000	20.42
final	12400	178000	21.03
[how the worst max path moves through the flow]
stage	to	slack (ns)	depth (start not counted)
global route	mem[190][13]	20.42	16
CTS	mem[97][13]	21.05	16
finish	mem[66][13]	21.03	16
[where the power goes]
group	switching [mW]	leakage (nW)	total (mW)	internal, mW
registers	0.00250	37.1	5.44	5.43
clock network	1.79	6.39	4.18	2.39
logic	0.414	13.9	0.568	0.154
[cell families after synthesis]
logic type,synth area share (%)
DFF,78.3
muxes,14.6
AOI/OAI and AO/OA,3.51
and+or+nand+nor,2.05
buffers and inverters,1.50
Power figures rest on the tool's default switching activity, not on a simulated workload.
