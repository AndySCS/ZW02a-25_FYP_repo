`flow/design.v`:
```
module AXI_READ_INFT(
    clk,
    rst_n,
    ARID,
    ARADDR,
    ARLEN,
    ARSIZE,
    ARBURST,
    ARREGION,
    ARVALID,
    ARREADY,
    RID,
    RDATA,
    RRESP,
    RLAST,
    RVALID,
    RREADY,
    lsu_axi_arid,
    lsu_axi_araddr,
    lsu_axi_arlen,
    lsu_axi_arsize,
    lsu_axi_arburst,
    lsu_axi_arstr,
    lsu_axi_sram_addr,
    lsu_axi_arnum,
    lsu_axi_arvld,
    lsu_axi_rrdy,
    axi_lsu_rid,
    axi_lsu_rdata,
    axi_lsu_rresp,
    axi_lsu_rlast,
    axi_lsu_sram_addr,
    axi_lsu_dram_addr,
    axi_lsu_rvld,
    axi_lsu_arrdy,
    axi_lsu_axi_done
);
    parameter ARID_WIDTH = 4;
    parameter ARADDR_WIDTH = 10;
    parameter RDATA_WIDTH = 64;
    parameter RSTRB_WIDTH = RDATA_WIDTH/8;  
    input clk;
    input rst_n;
    output [ARID_WIDTH-1:0] ARID;
    output [ARADDR_WIDTH-1:0] ARADDR;
    output [7:0] ARLEN;
    output [2:0] ARSIZE;
    output [1:0] ARBURST;
    output [3:0] ARREGION;
    output ARVALID;
    input ARREADY;
    input [ARID_WIDTH-1:0] RID;
    input [RDATA_WIDTH-1:0] RDATA;
    input [1:0] RRESP;
    input RLAST;
    input RVALID;
    output RREADY; 
    input [7:0] lsu_axi_arid;
    input [ARADDR_WIDTH-1:0] lsu_axi_araddr;
    input [7:0] lsu_axi_arlen;
    input [2:0] lsu_axi_arsize;
    input [1:0] lsu_axi_arburst;
    input [2:0] lsu_axi_arstr;
    input [11:0] lsu_axi_sram_addr;
    input [7:0] lsu_axi_arnum;
    input lsu_axi_arvld;
    input lsu_axi_rrdy;
    output [7:0] axi_lsu_rid;
    output [63:0] axi_lsu_rdata;
    output [1:0] axi_lsu_rresp;
    output axi_lsu_rlast;
    output [11:0] axi_lsu_sram_addr;
    output [31:0] axi_lsu_dram_addr;
    output axi_lsu_rvld;
    output axi_lsu_arrdy;
    output axi_lsu_axi_done;
    wire        sram_en;
    wire [11:0] sram_addr      [15:0];
    wire [11:0] sram_addr_nxt;
    wire [11:0] sram_addr_cur;
    wire [31:0] dram_addr      [15:0];
    wire [31:0] dram_addr_nxt;
    wire [3:0]  ram_ptr_nxt;
    wire [3:0]  ram_ptr;
    wire [15:0] ram_addr_en;
    wire [3:0]  ram_nxt;
    wire [15:0] axi_vld;
    wire [15:0] axi_vld_nxt;
    wire [15:0] axi_alloc_en;
    wire [15:0] axi_alloc_ptr;
    wire [15:0] axi_alloc_ptr_nxt;
    wire        axi_alloc_ptr_en;
    wire [15:0] axi_invld;
    wire [15:0] axi_recv;
    wire [15:0] axi_recv_nxt;
    wire [15:0] axi_recv_ptr;
    wire axi_recv_en;
    wire [15:0] axi_sent;
    wire [15:0] axi_sent_nxt;
    wire [15:0] axi_sent_ptr;
    wire [15:0] axi_sent_ptr_nxt;
    wire axi_sent_en;
    wire axi_alloc_vld;
    wire lsu_axi_arvld_qual;
    wire ARVALID_nxt;
    wire ARVALID_sent;
    wire [ARID_WIDTH-1:0] ARID_nxt;
    wire [ARADDR_WIDTH-1:0] ARADDR_nxt;
    wire [ARADDR_WIDTH-1:0] ARADDR_pconst;
    wire [ARADDR_WIDTH-1:0] ARADDR_add_str;
    wire ARADDR_en;
    wire [7:0] ARLEN_nxt;
    wire [2:0] ARSIZE_nxt;
    wire [1:0] ARBURST_nxt;
    wire [3:0] ARREGION_nxt;
    wire [2:0] arstr;
    wire [2:0] arstr_nxt;
    wire [7:0] arnum;
    wire [7:0] arnum_nxt;
    wire axi_doing_ld;
    wire axi_doing_ld_nxt;
    wire [7:0] arcnt;
    wire [7:0] arcnt_nxt;
    wire arcnt_en;
    wire RVALID_qual;
    wire lsu_resp_recv;
    wire [7:0] axi_lsu_rid_nxt;
    wire [RDATA_WIDTH-1:0]axi_lsu_rdata_nxt;
    wire [1:0] axi_lsu_rresp_nxt;
    wire axi_lsu_rlast_nxt;
    wire axi_lsu_rvld_nxt;
    wire axi_rlast_cnt_en;
    wire [8:0] axi_rlast_cnt;
    wire [8:0] axi_rlast_cnt_nxt;
    wire [3:0] axi_rid;
    assign axi_invld = ~axi_vld;
    assign axi_alloc_en = {16{axi_alloc_vld}} & axi_alloc_ptr & axi_invld;
    assign axi_alloc_vld = lsu_axi_arvld_qual | axi_doing_ld;
    assign axi_vld_nxt = axi_alloc_en | axi_vld & ~({16{lsu_resp_recv}} & axi_recv_ptr);
    assign axi_sent_nxt = {16{ARVALID_sent}} & axi_sent_ptr | axi_sent & ~axi_alloc_en;
    assign axi_recv_nxt = {16{RVALID_qual}} | axi_recv & ~axi_alloc_en; 
    assign axi_sent_ptr_nxt = {axi_sent_ptr[14:0], axi_sent_ptr[15]};
    assign axi_alloc_ptr_nxt = {axi_alloc_ptr[14:0], axi_alloc_ptr[15]};
    assign axi_alloc_ptr_en  = |axi_alloc_en;
    assign axi_sent_en = axi_alloc_vld | ARVALID_sent;
    assign axi_recv_en = axi_alloc_vld | RVALID_qual;
    DFFSE #(.WIDTH(1))
    ff_axi_sent_ptr_lo(
        .clk(clk),
        .rst_n(rst_n),
        .en(ARVALID_sent),
        .d(axi_sent_ptr_nxt[0]),
        .q(axi_sent_ptr[0])
    );
    DFFRE #(.WIDTH(15))
    ff_axi_sent_ptr_hi(
        .clk(clk),
        .rst_n(rst_n),
        .en(ARVALID_sent),
        .d(axi_sent_ptr_nxt[15:1]),
        .q(axi_sent_ptr[15:1])
    );
    DFFSE #(.WIDTH(1))
    ff_axi_alloc_ptr_lo(
        .clk(clk),
        .rst_n(rst_n),
        .en(axi_alloc_ptr_en),
        .d(axi_alloc_ptr_nxt[0]),
        .q(axi_alloc_ptr[0])
    );
    DFFRE #(.WIDTH(15))
    ff_axi_alloc_ptr_hi(
        .clk(clk),
        .rst_n(rst_n),
        .en(axi_alloc_ptr_en),
        .d(axi_alloc_ptr_nxt[15:1]),
        .q(axi_alloc_ptr[15:1])
    );
    DFFR #(.WIDTH(16))
    ff_axi_vld(
        .clk(clk),
        .rst_n(rst_n),
        .d(axi_vld_nxt),
        .q(axi_vld)
    );
    DFFRE #(.WIDTH(16))
    ff_axi_sent(
        .clk(clk),
        .rst_n(rst_n),
        .en(axi_sent_en),
        .d(axi_sent_nxt),
        .q(axi_sent)
    );
    DFFRE #(.WIDTH(16))
    ff_axi_recv(
        .clk(clk),
        .rst_n(rst_n),
        .en(axi_recv_en),
        .d(axi_recv_nxt),
        .q(axi_recv)
    );
    assign axi_lsu_arrdy = ~(|axi_vld);
    assign ARVALID = |(axi_vld & ~axi_sent);
    assign ARID_nxt = ARVALID_sent ? ARID + 4'b1 : ARID;
    assign lsu_axi_arvld_qual = lsu_axi_arvld & axi_lsu_arrdy;
    assign ARVALID_sent = ARVALID & ARREADY;
    assign ARADDR_en = ARVALID_sent | lsu_axi_arvld_qual;
    assign ARADDR_pconst = 32'b1 << ARSIZE;
    assign ARADDR_add_str = ARADDR + ARADDR_pconst;
    assign ARADDR_nxt = lsu_axi_arvld_qual ? lsu_axi_araddr
                        : axi_doing_ld ? ARADDR_add_str
                        : ARADDR;
    assign ARLEN_nxt = lsu_axi_arvld_qual? lsu_axi_arlen : ARLEN;
    assign ARSIZE_nxt = lsu_axi_arvld_qual? lsu_axi_arsize : ARSIZE;
    assign ARBURST_nxt = lsu_axi_arvld_qual? lsu_axi_arburst : ARBURST;
    assign ARREGION_nxt = 4'b0; 
    assign arnum_nxt = lsu_axi_arvld_qual ? lsu_axi_arnum : arnum;
    assign arstr_nxt = lsu_axi_arvld_qual ? lsu_axi_arstr : arstr;
    assign arcnt_nxt = lsu_axi_arvld_qual ? 8'b0 : arcnt + 8'b1;
    assign arcnt_en = |axi_alloc_en;
    assign axi_doing_ld = arcnt < arnum;
    assign ram_ptr_nxt = ram_ptr + 4'b1;
    assign sram_addr_nxt = lsu_axi_arvld_qual ? lsu_axi_sram_addr : sram_addr_cur + 12'd16;
    assign dram_addr_nxt = lsu_axi_arvld_qual ? lsu_axi_araddr : ARADDR_add_str;
    assign ram_addr_en = axi_alloc_en;
    genvar i;
    generate;
        for(i = 0; i < 16; i++)begin
            DFFE #(.WIDTH(12))
            ff_sram_addr (
                .clk(clk),
                .en(ram_addr_en[i]),
                .d(sram_addr_nxt),
                .q(sram_addr[i])
            );
            DFFE #(.WIDTH(32))
            ff_dram_addr (
                .clk(clk),
                .en(ram_addr_en[i]),
                .d(dram_addr_nxt),
                .q(dram_addr[i])
            );
        end
    endgenerate
    assign sram_en = |ram_addr_en;
    assign ram_nxt = lsu_axi_arvld_qual ? 4'b0 : ram_ptr + 4'b1;
    DFFE #(.WIDTH(12))
    ff_sram_addr_cur (
        .clk(clk),
        .en(sram_en),
        .d(sram_addr_nxt),
        .q(sram_addr_cur)
    );
    DFFE #(.WIDTH(4))
    ff_ram_ptr (
        .clk(clk),
        .en(sram_en),
        .d(ram_nxt),
        .q(ram_ptr)
    );
    DFFRE #(.WIDTH(ARID_WIDTH))
    ff_ARID (
        .clk(clk),
        .rst_n(rst_n),
        .en(ARVALID_sent),
        .d(ARID_nxt),
        .q(ARID)
    );
    DFFRE #(.WIDTH(ARADDR_WIDTH))
    ff_ARADDR (
        .clk(clk),
	.rst_n(rst_n),
        .en(ARADDR_en),
        .d(ARADDR_nxt),
        .q(ARADDR)
    );
    DFFRE #(.WIDTH(8))
    ff_ARLEN (
        .clk(clk),
	.rst_n(rst_n),
        .en(lsu_axi_arvld),
        .d(ARLEN_nxt),
        .q(ARLEN)
    );
    DFFRE #(.WIDTH(3))
    ff_ARSIZE (
        .clk(clk),
	.rst_n(rst_n),
        .en(lsu_axi_arvld),
        .d(ARSIZE_nxt),
        .q(ARSIZE)
    );
    DFFRE #(.WIDTH(2))
    ff_ARBURST (
        .clk(clk),
	.rst_n(rst_n),
        .en(lsu_axi_arvld),
        .d(ARBURST_nxt),
        .q(ARBURST)
    );
    DFFRE #(.WIDTH(8))
    ff_arnum (
        .clk(clk),
	.rst_n(rst_n),
        .en(lsu_axi_arvld),
        .d(arnum_nxt),
        .q(arnum)
    );
    DFFRE #(.WIDTH(3))
    ff_arstr (
        .clk(clk),
	.rst_n(rst_n),
        .en(lsu_axi_arvld),
        .d(arstr_nxt),
        .q(arstr)
    );
    DFFRE #(.WIDTH(8))
    ff_arcnt (
        .clk(clk),
	.rst_n(rst_n),
        .en(arcnt_en),
        .d(arcnt_nxt),
        .q(arcnt)
    );
    assign ARREGION = 4'b0;
    assign RVALID_qual = RVALID & RREADY;
    assign lsu_resp_recv = lsu_axi_rrdy & axi_lsu_rvld;
    assign axi_lsu_rvld_nxt = RVALID_qual | axi_lsu_rvld & ~lsu_axi_rrdy;
    assign axi_lsu_rresp_nxt = RVALID_qual ? RRESP : axi_lsu_rresp;
    assign axi_lsu_rlast_nxt = RVALID_qual ? RLAST : axi_lsu_rlast;
    assign axi_lsu_rdata_nxt = RVALID_qual ? RDATA : axi_lsu_rdata;
    assign axi_lsu_rid_nxt = RVALID_qual ? RID : axi_lsu_rid;
    assign RREADY = ~axi_lsu_rvld;
    wire[15:0] axi_recv_ptr_raw; 
    dec4to16 resp_RID_dec(.in(axi_rid), .out(axi_recv_ptr_raw));
    assign axi_recv_ptr = {16{axi_lsu_rlast}} & axi_recv_ptr_raw;
    assign axi_lsu_sram_addr = sram_addr[axi_rid];
    assign axi_lsu_dram_addr = dram_addr[axi_rid];
    assign axi_rlast_cnt_en = RVALID_qual | lsu_axi_arvld_qual;
    assign axi_rlast_cnt_nxt = lsu_axi_arvld_qual ? 9'b0 
                             : RVALID_qual & RLAST ? axi_rlast_cnt + 9'b1 
                             : axi_rlast_cnt;
    assign axi_lsu_axi_done = (axi_rlast_cnt > arnum);
    DFFRE #(.WIDTH(8))
    ff_axi_lsu_rid (
        .clk(clk),
        .rst_n(rst_n),
        .en(RVALID),
        .d(axi_lsu_rid_nxt),
        .q(axi_lsu_rid)
    );
    DFFRE #(.WIDTH(64))
    ff_axi_lsu_rdata (
        .clk(clk),
        .rst_n(rst_n),
        .en(RVALID),
        .d(axi_lsu_rdata_nxt),
        .q(axi_lsu_rdata)
    );
    DFFRE #(.WIDTH(2))
    ff_axi_lsu_resp (
        .clk(clk),
        .rst_n(rst_n),
        .en(RVALID),
        .d(axi_lsu_rresp_nxt),
        .q(axi_lsu_rresp)
    );
    DFFRE #(.WIDTH(1))
    ff_axi_lsu_rlast (
        .clk(clk),
        .rst_n(rst_n),
        .en(RVALID),
        .d(axi_lsu_rlast_nxt),
        .q(axi_lsu_rlast)
    );
    DFFE #(.WIDTH(4))
    ff_axi_rid (
        .clk(clk),
        .en(RVALID_qual),
        .d(RID),
        .q(axi_rid)
    );
    DFFE #(.WIDTH(9))
    ff_axi_rlast_cnt (
        .clk(clk),
        .en(axi_rlast_cnt_en),
        .d(axi_rlast_cnt_nxt),
        .q(axi_rlast_cnt)
    );
    DFFR #(.WIDTH(1))
    ff_axi_lsu_rvld(
        .clk(clk),
        .rst_n(rst_n),
        .d(axi_lsu_rvld_nxt),
        .q(axi_lsu_rvld)
    ); 
endmodule
module DFFE(
    clk,
    d,
    en,
    q
);
parameter WIDTH = 1;
input wire clk;
input wire en;
input wire [WIDTH-1:0]d;
output reg [WIDTH-1:0]q;
always@(posedge clk)begin
    if(en) begin
        q <= d;
    end
end
endmodule
module DFFR(
    clk,
    rst_n,
    d,
    q
);
parameter WIDTH = 1;
input wire clk;
input wire rst_n;
input wire [WIDTH-1:0]d;
output reg [WIDTH-1:0]q;
always@(posedge clk or negedge rst_n)begin
    if(~rst_n)begin
        q <= {WIDTH{1'b0}};
    end
    else begin
        q <= d;
    end
end
endmodule
module DFFRE(
    clk,
    rst_n,
    d,
    en,
    q
);
parameter WIDTH = 1;
input wire clk;
input wire rst_n;
input wire en;
input wire [WIDTH-1:0]d;
output reg [WIDTH-1:0]q;
always@(posedge clk or negedge rst_n)begin
    if(~rst_n)begin
        q <= {WIDTH{1'b0}};
    end
    else if(en) begin
        q <= d;
    end
end
endmodule
module DFFSE(
    clk,
    rst_n,
    d,
    en,
    q
);
parameter WIDTH = 1;
input wire clk;
input wire rst_n;
input wire en;
input wire [WIDTH-1:0]d;
output reg [WIDTH-1:0]q;
always@(posedge clk or negedge rst_n)begin
    if(~rst_n)begin
        q <= {WIDTH{1'b1}};
    end
    else if(en) begin
        q <= d;
    end
end
endmodule
module dec4to16(
    in,
    out
);
    input [3:0] in;
    output reg [15:0] out;
    always @(*) begin
        case (in)
            4'd0: out <=  16'b0000_0000_0000_0001;
            4'd1: out <=  16'b0000_0000_0000_0010;
            4'd2: out <=  16'b0000_0000_0000_0100;
            4'd3: out <=  16'b0000_0000_0000_1000;
            4'd4: out <=  16'b0000_0000_0001_0000;
            4'd5: out <=  16'b0000_0000_0010_0000;
            4'd6: out <=  16'b0000_0000_0100_0000;
            4'd7: out <=  16'b0000_0000_1000_0000;
            4'd8: out <=  16'b0000_0001_0000_0000;
            4'd9: out <= 16'b0000_0010_0000_0000;
            4'd10: out <= 16'b0000_0100_0000_0000;
            4'd11: out <= 16'b0000_1000_0000_0000;
            4'd12: out <= 16'b0001_0000_0000_0000;
            4'd13: out <= 16'b0010_0000_0000_0000;
            4'd14: out <= 16'b0100_0000_0000_0000;
            4'd15: out <= 16'b1000_0000_0000_0000;
            default: out <= 16'hxxxx;
        endcase
    end
endmodule
```
`flow/run.sh`:
```
#!/bin/bash
# OpenROAD 26Q1-2900-gdf79404cd8, Yosys 0.63+post, stock flow scripts
make -C /OpenROAD-flow-scripts/flow DESIGN_CONFIG=/design/flow/config.mk WORK_HOME=/design/flow/orfs finish
```
`flow/config.mk`:
```
export PLATFORM = sky130hd
export DESIGN_NAME = AXI_READ_INFT
export DESIGN_NICKNAME = AXI_READ_INFT
export VERILOG_FILES = /design/flow/design.v
export SDC_FILE = /design/flow/constraint.sdc
export NUM_CORES = 4
export LEC_CHECK = 1
export CORE_UTILIZATION = 30
```
`flow/constraint.sdc`:
```
current_design AXI_READ_INFT

set clk_period 12.0
set clk_io_pct 0.2

create_clock -name clk0 -period $clk_period [get_ports {clk}]

set non_clock_inputs [all_inputs -no_clocks]
set_input_delay [expr $clk_period * $clk_io_pct] -clock clk0 $non_clock_inputs
set_output_delay [expr $clk_period * $clk_io_pct] -clock clk0 [all_outputs]
```
==> qor.json <==
{
  "synthesis": {
    "syn_area_mm2": 0.0230,
    "enable_flop_cells": 377,
    "dominantRegCellSynth": "edfxtp_1",
    "ys_types": 74,
    "count_of_state_elements_after_synthesis": 572,
    "cells_after_synth": 1789,
    "sequential_cell_area_fraction_in_the_yosys_report_pct": 70.1,
    "ys_async_sr_fraction_pct": 31.3,
    "chip_area_yosys_mm2": 0.0230,
    "ys_warn_count": 18,
    "synth_area_per_cell_um2": 12.9,
    "ys_cells": 1789
  },
  "clock_tree": {
    "tritoncts": "done",
    "post_cts_resize_count": 0,
    "cts_root_buf": "clkbuf_16",
    "clkSinkCount": 572,
    "reg_clk_slew_reported_paths_ns": 0.07,
    "tritoncts_buffers": 57,
    "cts_setup_buffers": 0,
    "htree_num_levels": 2,
    "clock_tree.buffer_depth": 3,
    "cts.hold.buffers_added": 0,
    "insertion_delay_ns": 0.66
  },
  "worst_setup_path": {
    "cp_slowest_cell": "nor2_1",
    "cp_max_fo": 28,
    "crit_path_start_kind": "flop",
    "worstReg2RegStart": "ff_arcnt.q[2]",
    "worst_setup_path_end_kind": "primary output",
    "worst-setup-path-type": "flop to primary output",
    "crit_path_cell_trace": "buf_4 -> buf_4 -> nand2_1 -> nor2_1 -> buf_4 -> a22o_1 -> a221oi_1 -> nand3_1 -> o32a_1 -> clkdlybuf4s50_1",
    "worst-endpoint-arrival_ns": 4.30,
    "crit_top_cell": "buf_4",
    "worst-endpoint-required_ns": 9.60,
    "critical_path.top_delay_family": "buffers and inverters",
    "cpPeakStageDelay_ns": 0.71,
    "path_buffers": 4,
    "startpoint": "ff_axi_rid.q[3]"
  },
  "sta": {
    "totalNegativeSetupSlack_ns": 0,
    "final.period_utilization_pct": 55.8,
    "timing.final.crit_period_ns": 6.70,
    "tightestPinTransition_ns": 0.847,
    "timing.final.max_slew_violations": 0,
    "finalSetupViolations": 0,
    "rsz0062_at_grt": "no",
    "clock_skew_ns": 0.0853,
    "slew-limit-headroom_pct": 43.3,
    "holdWs_ns": 0.465,
    "hold_viol": 0,
    "max_clock_freq_mhz": 149
  },
  "job": {
    "warning_count": 36,
    "drv.max_cap_violation_count": 0
  },
  "cells_and_area": {
    "multiInputGateArea_mm2": 0.00634,
    "final_cell_mix": "377 x nand2_1, 377 x edfxtp_1, 243 x clkdlybuf4s50_1, 177 x dfrtp_1, 81 x nor2_1",
    "final_cell_area_mm2": 0.0289,
    "register_area_mm2": 0.0161,
    "flow.area_growth_from_synthesis_pct": 25.5,
    "n_fill_cell": 7077,
    "final_layout_size_suffix_gt1_share_pct": 10.4,
    "final_standard_cell_count_with_taps_included_and_fillers_excluded": 3151
  },
  "routing": {
    "drc": 0,
    "antenna_cell_count": 0,
    "detail_route.wirelength_mm": 66.7,
    "wl_per_cell_um": 21.2,
    "first_pass_iters": 5,
    "vias": 15417,
    "detail_route.iter0.violations": 800,
    "final_antenna_net_count": 0,
    "avgViaCountPerCell": 4.89
  },
  "power_and_ir_drop": {
    "peakVddDrop_mv": 0.147,
    "power_density_mw_per_mm2": 161,
    "combPwrFrac_pct": 11.1,
    "p_sw_share_pct": 23.2,
    "p_total_w": 0.00465,
    "power.clock.fraction_pct": 40.3,
    "leakagePower_nw": 11.2,
    "switching_power_w": 0.00108,
    "share_of_total_power_in_sequential_cells_pct": 48.6,
    "power_report.internal_total_w": 0.00357
  },
  "placed_design": {
    "dpl.cell_count": 3048,
    "dpl-instance-area_mm2": 0.0268,
    "place_congestion": 0.880,
    "detailed_place_hpwl_mm": 42.4,
    "port_buffers": 244
  },
  "die": {
    "ios": 286,
    "core.rowCount": 101,
    "floorplan.die_area_mm2": 0.0778,
    "floorplan_utilization_pct": 30.3,
    "dieHeight_um": 279,
    "placeableCoreArea_mm2": 0.0759,
    "die_w_um": 279
  },
  "status": {
    "outcome": "completed"
  },
  "grt": {
    "grt_start_max_net_pins": 76,
    "grt_first_pass_wirelength_mm": 100,
    "global_route.overflow_total": 0,
    "vias_in_the_first_global_route": 16202,
    "globalRouteTotalUtil_pct": 18.2,
    "antenna_found_initial": 1
  },
  "worst_hold_path": {
    "hold_class": "flop to flop",
    "timing.hold.worst.start": "ff_axi_sent_ptr_hi.q[11]"
  }
}
-- registers in the layout (all words and copies together), names as in the netlist, 4 cells and up --
| name | cells |
|---|---|
| genblk1.ff_sram_addr.q | 192 |
| genblk1.ff_dram_addr.q | 160 |
| ff_axi_lsu_rdata.q | 64 |
| axi_recv_ptr_raw | 16 |
| ff_axi_sent.q | 16 |
| ff_axi_vld.q | 16 |
| ff_axi_alloc_ptr_hi.q | 15 |
| ff_axi_sent_ptr_hi.q | 15 |
| ff_sram_addr_cur.q | 12 |
| ff_ARADDR.q | 10 |
| ff_axi_rlast_cnt.q | 9 |
| ff_ARLEN.q | 8 |
| ff_arcnt.q | 8 |
| ff_arnum.q | 8 |
| ff_ARID.q | 4 |
| ff_axi_lsu_rid.q | 4 |
| ff_axi_rid.q | 4 |
-- cell families after synthesis --
| group | count (synthesis) | share of synthesized area [%] |
|---|---|---|
| AOI/OAI and AO/OA | 326 | 9.93 |
| other | 1 | 0.0163 |
| xor gates and xnor gates | 24 | 0.914 |
| and+or+nand+nor | 643 | 12.2 |
| DFF | 572 | 70.1 |
| muxes | 45 | 2.12 |
| buffers and inverters | 150 | 3.11 |
| adders and majority gates | 28 | 1.56 |
-- cell usage after synthesis, drive strengths merged (27+ instances only) --
cell / count / area share (%)
a21oi: 46 / 1.1
a22oi: 64 / 2.1
buf: 65 / 1.7
clkbuf: 46 / 0.76
dfrtp: 177 / 19
edfxtp: 377 / 49
ha: 27 / 1.5
inv: 39 / 0.64
mux2: 30 / 1.5
nand2: 379 / 6.2
nand2b: 27 / 0.73
nand3: 35 / 0.82
nor2: 98 / 1.6
o21ai: 76 / 1.7
-- power groups by stage --
stage	clock [W]	sequential, W	combinational (W)
CTS	0.00191	0.00226	0.000524
global route	0.00199	0.00227	0.000575
finish	0.00188	0.00226	0.000517
-- path summary, 6_finish.rpt --
kind,slack [ns],cells after the start,endpoint
setup / recovery,5.30,10,axi_lsu_dram_addr[4]
hold / removal,0.47,2,ff_axi_sent.q[12]
setup reg to reg,8.64,8,genblk1[10].ff_dram_addr.q[4]
hold reg to reg,0.47,2,ff_axi_sent.q[12]
max in group asynchronous,9.01,2,ff_axi_lsu_rdata.q[15]
min in group asynchronous,1.77,1,ff_axi_lsu_rdata.q[34]
-- stage by stage --
stage	worst slack, ns	util [%]
2_1_floorplan	7.63	-
3_3_place_gp	6.04	35.3
3_5_place_dp	6.05	35.3
4_1_cts	5.37	38.0
5_1_grt	5.14	38.0
6_report	5.30	38.0
-- routing by layer --
layer / up-vias / GRT usage [%] / wire length, µm
met4: 4 / 2.97 / 1270
li1: 7038 / - / -
met5: - / 0.813 / 80
met2: 910 / 27.4 / 30300
met1: 7382 / 21.3 / 24200
met3: 83 / 13.4 / 10900
-- worst min-delay path, stage by stage (launching register included) --
cell and delay (ns):
dfrtp_1 0.35, nand2_1 0.07, nand2_1 0.06
-- cell type report --
class | instances | share of cell area [%]
clock inverters | 28 | 1.18
well taps | 1030 | 4.46
inverters | 39 | 0.507
flip-flops and latches | 572 | 55.8
repair buffers | 311 | 10.2
clock buffers | 75 | 5.83
multi-input cells | 1096 | 22.0
No activity file was given, so power comes from the tool's default toggle rates.
