<file path="design.v">
module DFFE(
    clk,
    d,
    en,
    q
);
parameter WIDTH = 1;
input wire clk;
input wire en;
input wire [WIDTH-1:0]d;
output reg [WIDTH-1:0]q;
always@(posedge clk)begin
    if(en) begin
        q <= d;
    end
end
endmodule
module DFFR(
    clk,
    rst_n,
    d,
    q
);
parameter WIDTH = 1;
input wire clk;
input wire rst_n;
input wire [WIDTH-1:0]d;
output reg [WIDTH-1:0]q;
always@(posedge clk or negedge rst_n)begin
    if(~rst_n)begin
        q <= {WIDTH{1'b0}};
    end
    else begin
        q <= d;
    end
end
endmodule
module data_byte_shift(
    in,
    offset,
    out
);
    input [127:0] in;
    input [3:0]   offset;
    output reg [127:0] out;
    always @(*) begin
        case(offset)
            4'b0000 : out <= in;
            4'b0001 : out <= {in[7:0], in[127:8]};
            4'b0010 : out <= {in[15:0], in[127:16]};
            4'b0011 : out <= {in[23:0], in[127:24]};
            4'b0100 : out <= {in[31:0], in[127:32]};
            4'b0101 : out <= {in[39:0], in[127:40]};
            4'b0110 : out <= {in[47:0], in[127:48]};
            4'b0111 : out <= {in[55:0], in[127:56]};
            4'b1000 : out <= {in[63:0], in[127:64]};
            4'b1001 : out <= {in[71:0], in[127:72]};
            4'b1010 : out <= {in[79:0], in[127:80]};
            4'b1011 : out <= {in[87:0], in[127:88]};
            4'b1100 : out <= {in[95:0], in[127:96]};
            4'b1101 : out <= {in[103:0], in[127:104]};
            4'b1110 : out <= {in[111:0], in[127:112]};
            4'b1111 : out <= {in[119:0], in[127:120]};
            default : out <= in;
        endcase 
    end
endmodule
module mm_ctrl_buffer(
    clk,
    rst_n,
    lsu_mm_buff_ram_alloc_vld,
    lsu_mm_buff_ram_alloc_addr,
    lsu_mm_buff_ram_alloc_data,
    lsu_mm_buff_ctrl_vld,
    lsu_mm_buff_ctrl_row_len,
    lsu_mm_buff_ctrl_col_len,
    lsu_mm_buff_ctrl_start_addr,
    lsu_mm_buff_ram_read_vld,
    lsu_mm_buff_ram_read_addr,
    lsu_mm_buff_mxu_vld,
    lsu_mm_buff_mxu_data,
    lsu_mm_buff_mxu_end
); 
    localparam                STR_LEN  = 4;
    parameter [STR_LEN*8-1:0] RAM_TYPE = "WRAM";
    input clk;
    input rst_n;
    input          lsu_mm_buff_ram_alloc_vld;
    input  [7:0]   lsu_mm_buff_ram_alloc_addr;
    input  [127:0] lsu_mm_buff_ram_alloc_data;
    input          lsu_mm_buff_ctrl_vld;
    input  [3:0]   lsu_mm_buff_ctrl_row_len;
    input  [3:0]   lsu_mm_buff_ctrl_col_len;
    input  [11:0]  lsu_mm_buff_ctrl_start_addr;
    output         lsu_mm_buff_ram_read_vld;
    output [7:0]   lsu_mm_buff_ram_read_addr;
    output [15:0]  lsu_mm_buff_mxu_vld;
    output [127:0] lsu_mm_buff_mxu_data;
    output         lsu_mm_buff_mxu_end;
    wire        lsu_ram_buff_read_vld_nxt;
    wire        lsu_ram_buff_read_vld_raw;
    wire        lsu_ram_buff_read_addr_en;
    wire [11:0] lsu_ram_buff_read_addr_nxt;
    wire [11:0] lsu_ram_buff_read_addr_raw;
    wire        lsu_mm_buff_ram_read_end;
    wire [3:0]  lsu_mm_buff_ctrl_row_len_ff;
    wire [3:0]  lsu_mm_buff_ctrl_col_len_ff;
    wire [11:0] lsu_mm_buff_ctrl_start_addr_ff;
    wire [127:0] lsu_mm_buff_ram_alloc_data_shifted;
    wire [3:0] lsu_mm_buff_addr_cnt_nxt;
    wire [3:0] lsu_mm_buff_addr_cnt;
    wire       lsu_mm_buff_addr_cnt_en;
    wire lsu_mm_buff_addr_cnt_end;
    wire [3:0] lsu_mm_buff_fetch_cnt_nxt;
    wire [3:0] lsu_mm_buff_fetch_cnt;
    wire       lsu_mm_buff_fetch_cnt_en;
    wire lsu_mm_buff_fetch_cnt_end;
    wire [3:0] lsu_mm_buff_ctrl_row;
    wire [3:0] lsu_mm_buff_ctrl_col;
    wire lsu_mm_buff_ent_cnt;
    wire [127:0] lsu_mm_buff_ent_data_raw    [15:0];
    wire [127:0] lsu_mm_buff_ent_data_raw_ff [15:0];
    wire [127:0] lsu_mm_buff_ent_data        [15:0];
    wire [15:0]  lsu_mm_buff_ent_alloc_en;
    wire [15:0]  lsu_mm_buff_mxu_vld_ff;
    wire [15:0] lsu_mm_buff_mxu_vld_nxt;
    wire lsu_mm_buff_mxu_doing_cnt_end;
    wire lsu_mm_buff_mxu_doing_cnt_doing;
    wire lsu_mm_buff_mxu_doing_cnt_doing_nxt;
    wire [3:0] lsu_mm_buff_doing_cnt;
    wire [3:0] lsu_mm_buff_doing_cnt_nxt;
    wire       lsu_mm_buff_doing_cnt_en;
    wire [3:0]  lsu_mm_buff_cycle_cnt     [15:0];
    wire [3:0]  lsu_mm_buff_cycle_cnt_nxt [15:0];
    wire [15:0] lsu_mm_buff_cycle_cnt_en;
    wire [15:0] lsu_mm_buff_cycle_cnt_end;
    wire lsu_mm_buff_mxu_end_nxt;
    assign lsu_mm_buff_doing_cnt_en  = lsu_mm_buff_ctrl_vld | lsu_mm_buff_ram_alloc_vld | lsu_mm_buff_mxu_doing_cnt_doing;
    assign lsu_mm_buff_doing_cnt_nxt = (lsu_mm_buff_ctrl_vld | lsu_mm_buff_ram_alloc_vld) ? 4'b0 : (lsu_mm_buff_doing_cnt + 4'b1);
    DFFE #(.WIDTH(4))
    ff_lsu_mm_buff_doing_cnt(
        .clk(clk),
        .en(lsu_mm_buff_doing_cnt_en),
        .d(lsu_mm_buff_doing_cnt_nxt),
        .q(lsu_mm_buff_doing_cnt)
    );
    assign lsu_mm_buff_mxu_doing_cnt_doing_nxt = lsu_mm_buff_ctrl_vld | lsu_mm_buff_mxu_doing_cnt_doing & ~lsu_mm_buff_mxu_doing_cnt_end;
    DFFR #(.WIDTH(1))
    ff_lsu_mm_buff_mxu_doing_cnt_doing(
        .clk(clk),
        .rst_n(rst_n),
        .d(lsu_mm_buff_mxu_doing_cnt_doing_nxt),
        .q(lsu_mm_buff_mxu_doing_cnt_doing)
    );    
    DFFR #(.WIDTH(1))
    ff_lsu_mm_buff_ram_read_vld(
        .clk(clk),
        .rst_n(rst_n),
        .d(lsu_ram_buff_read_vld_nxt),
        .q(lsu_ram_buff_read_vld_raw)
    );    
    DFFE #(.WIDTH(12))
    ff_lsu_mm_buff_ram_read_addr(
        .clk(clk),
        .en(lsu_ram_buff_read_addr_en),
        .d(lsu_ram_buff_read_addr_nxt),
        .q(lsu_ram_buff_read_addr_raw)
    );   
    assign lsu_mm_buff_ram_read_end   = lsu_mm_buff_ctrl_vld ? ~(|lsu_mm_buff_ctrl_row_len) 
                                      : lsu_mm_buff_fetch_cnt_end;
    assign lsu_ram_buff_read_vld_nxt  = lsu_mm_buff_ram_read_vld & ~(lsu_mm_buff_ram_read_end);
    assign lsu_ram_buff_read_addr_en  = lsu_mm_buff_ram_read_vld;
    assign lsu_ram_buff_read_addr_nxt = lsu_mm_buff_ctrl_vld ? lsu_mm_buff_ctrl_start_addr + 12'h10
                                      : lsu_ram_buff_read_addr_raw + 12'h10;
    assign lsu_mm_buff_ram_read_vld  = lsu_ram_buff_read_vld_raw | lsu_mm_buff_ctrl_vld;
    assign lsu_mm_buff_ram_read_addr = lsu_mm_buff_ctrl_vld ? lsu_mm_buff_ctrl_start_addr[11:4] 
                                     : lsu_ram_buff_read_addr_raw[11:4];
    DFFE #(.WIDTH(4))
    ff_lsu_mm_buff_ctrl_row_len(
        .clk(clk),
        .en(lsu_mm_buff_ctrl_vld),
        .d(lsu_mm_buff_ctrl_row_len),
        .q(lsu_mm_buff_ctrl_row_len_ff)
    );
    DFFE #(.WIDTH(4))
    ff_lsu_mm_buff_ctrl_col_len(
        .clk(clk),
        .en(lsu_mm_buff_ctrl_vld),
        .d(lsu_mm_buff_ctrl_col_len),
        .q(lsu_mm_buff_ctrl_col_len_ff)
    );
    DFFE #(.WIDTH(12))
    ff_lsu_mm_buff_ctrl_start_addr(
        .clk(clk),
        .en(lsu_mm_buff_ctrl_vld),
        .d(lsu_mm_buff_ctrl_start_addr),
        .q(lsu_mm_buff_ctrl_start_addr_ff)
    );
    assign lsu_mm_buff_addr_cnt_en = lsu_mm_buff_ctrl_vld | lsu_mm_buff_ram_alloc_vld;
    assign lsu_mm_buff_addr_cnt_nxt = lsu_mm_buff_ctrl_vld ? 4'b0 : (lsu_mm_buff_addr_cnt + 4'b1);
    assign lsu_mm_buff_fetch_cnt_en   = lsu_mm_buff_ram_read_vld;
    assign lsu_mm_buff_fetch_cnt_nxt  = lsu_mm_buff_ctrl_vld ? 4'b1 : (lsu_mm_buff_fetch_cnt + 4'b1);
    assign lsu_mm_buff_fetch_cnt_end  = lsu_mm_buff_fetch_cnt == lsu_mm_buff_ctrl_row_len_ff;
    DFFE #(.WIDTH(4))
    ff_lsu_mm_buff_fetch_cnt(
        .clk(clk),
        .en(lsu_mm_buff_fetch_cnt_en),
        .d(lsu_mm_buff_fetch_cnt_nxt),
        .q(lsu_mm_buff_fetch_cnt)
    );   
    DFFE #(.WIDTH(4))
    ff_lsu_mm_buff_ctrl_addr_cnt(
        .clk(clk),
        .en(lsu_mm_buff_addr_cnt_en),
        .d(lsu_mm_buff_addr_cnt_nxt),
        .q(lsu_mm_buff_addr_cnt)
    );
    data_byte_shift ram_data_byte_shift(
        .in(lsu_mm_buff_ram_alloc_data), 
        .offset(lsu_mm_buff_ctrl_start_addr_ff[3:0]), 
        .out(lsu_mm_buff_ram_alloc_data_shifted)
    );
    genvar i;
    generate
    for (i = 0; i < 16 ; i=i+1) begin
        if (RAM_TYPE == "WRAM") begin
            assign lsu_mm_buff_cycle_cnt_nxt[i] = lsu_mm_buff_ctrl_vld ? 4'b0 : lsu_mm_buff_cycle_cnt[i] + 4'b1;
            assign lsu_mm_buff_cycle_cnt_en[i]  = lsu_mm_buff_ctrl_vld 
                                                | lsu_mm_buff_mxu_vld[i]; 
            assign lsu_mm_buff_cycle_cnt_end[i] = (lsu_mm_buff_cycle_cnt[i] == lsu_mm_buff_ctrl_col_len_ff);
            assign lsu_mm_buff_mxu_vld_nxt[i]   = lsu_mm_buff_ram_alloc_vld & (lsu_mm_buff_addr_cnt == i)
                                                | lsu_mm_buff_mxu_vld[i] & ~lsu_mm_buff_cycle_cnt_end[i];
    	    DFFE #(.WIDTH(4))
    	    ff_lsu_mm_buff_cycle_cnt(
            	.clk(clk),
	        .en(lsu_mm_buff_cycle_cnt_en[i]),
            	.d(lsu_mm_buff_cycle_cnt_nxt[i]),
            	.q(lsu_mm_buff_cycle_cnt[i])
   	    );
            assign lsu_mm_buff_ent_alloc_en[i] = lsu_mm_buff_ram_alloc_vld & (lsu_mm_buff_addr_cnt == i) 
                                               | lsu_mm_buff_mxu_vld[i] & ~lsu_mm_buff_cycle_cnt_end[i];
    	    assign lsu_mm_buff_ent_data_raw[i] = (lsu_mm_buff_addr_cnt == i) ? lsu_mm_buff_ram_alloc_data_shifted 
                                               : {lsu_mm_buff_ent_data_raw_ff[i][7:0], lsu_mm_buff_ent_data_raw_ff[i][127:8]};
            assign lsu_mm_buff_mxu_data[i*8+7:i*8] = {lsu_mm_buff_ent_data_raw_ff[i][7:0]};
        end
        else if(RAM_TYPE == "IRAM") begin
            if (i == 0) begin
                assign lsu_mm_buff_ent_alloc_en[i] = lsu_mm_buff_ram_alloc_vld;
                assign lsu_mm_buff_mxu_vld_nxt[i]  = lsu_mm_buff_ram_alloc_vld;
                assign lsu_mm_buff_ent_data_raw[i] = lsu_mm_buff_ram_alloc_data_shifted;
            end
            else begin
                assign lsu_mm_buff_ent_alloc_en[i] = lsu_mm_buff_mxu_vld[i-1] & (i <= lsu_mm_buff_ctrl_col_len_ff);
                assign lsu_mm_buff_mxu_vld_nxt[i]  = lsu_mm_buff_mxu_vld[i-1] & (i <= lsu_mm_buff_ctrl_col_len_ff);
                assign lsu_mm_buff_ent_data_raw[i] = lsu_mm_buff_ent_data_raw_ff[i-1];
            end
            assign lsu_mm_buff_mxu_data[i*8+7:i*8] = {lsu_mm_buff_ent_data_raw_ff[i][i*8+7:i*8]};
        end
    	DFFE #(.WIDTH(128))
    	ff_lsu_mm_buff_ent_data_raw(
              .clk(clk),
              .en(lsu_mm_buff_ent_alloc_en[i]),
              .d(lsu_mm_buff_ent_data_raw[i]),
              .q(lsu_mm_buff_ent_data_raw_ff[i])
        );
    end
    endgenerate
    assign lsu_mm_buff_mxu_doing_cnt_end = ~lsu_mm_buff_ram_alloc_vld & (lsu_mm_buff_doing_cnt == lsu_mm_buff_ctrl_col_len_ff) & lsu_mm_buff_mxu_doing_cnt_doing;
    assign lsu_mm_buff_mxu_end_nxt = lsu_mm_buff_mxu_doing_cnt_end | lsu_mm_buff_mxu_end & ~lsu_mm_buff_ctrl_vld;
    DFFR #(.WIDTH(16))
    ff_lsu_mm_buff_mxu_vld(
        .clk(clk),
        .rst_n(rst_n),
        .d(lsu_mm_buff_mxu_vld_nxt),
        .q(lsu_mm_buff_mxu_vld)
    ); 
    DFFR #(.WIDTH(1))
    ff_lsu_mm_buff_mxu_end(
        .clk(clk),
        .rst_n(rst_n),
        .d(lsu_mm_buff_mxu_end_nxt),
        .q(lsu_mm_buff_mxu_end)
    ); 
endmodule
</file>
<file path="run.sh">
#!/bin/bash
# OpenROAD 26Q1-2900-gdf79404cd8, Yosys 0.63+post, stock flow scripts
make -C /OpenROAD-flow-scripts/flow DESIGN_CONFIG=/design/flow/config.mk WORK_HOME=/design/flow/orfs finish
</file>
<file path="config.mk">
export PLATFORM = sky130hd
export DESIGN_NAME = mm_ctrl_buffer
export DESIGN_NICKNAME = mm_ctrl_buffer
export VERILOG_FILES = /design/flow/design.v
export SDC_FILE = /design/flow/constraint.sdc
export NUM_CORES = 4
export LEC_CHECK = 1
export CORE_UTILIZATION = 40
</file>
<file path="constraint.sdc">
current_design mm_ctrl_buffer

set clk_period 27.7
set clk_io_pct 0.2

create_clock -name clk0 -period $clk_period [get_ports {clk}]

set non_clock_inputs [all_inputs -no_clocks]
set_input_delay [expr $clk_period * $clk_io_pct] -clock clk0 $non_clock_inputs
set_output_delay [expr $clk_period * $clk_io_pct] -clock clk0 [all_outputs]
</file>
==> reports/writeup.txt <==
The tools report the synthesized cell area as 111400 um^2. The power density of the placed cells was 96.29 nW/um^2. According to the timing report, the critical path is launched from lsu_mm_buff_ctrl_vld. Clock latency on the worst-skew pair, taken at its later pin, is 890 ps.

The most repeated cell in the gate-level netlist after synthesis was nand2_1. The run gives 3 as the clock tree buffer depth. For the number of gates resized after CTS, the log shows 0. TritonCTS built the clock tree.

The run gives 4 as the number of H-tree levels. With the peak ir drop on the vdd network at 0.00006786 V, the count of final setup violators is 0. The run finished with clean final reports.

Setup repair after global routing left no endpoint under its margin. Looking at the post-CTS report, the setup buffer insertion count equals 0. The cell at the root of the clock tree was clkbuf_16. The report lists the number of standard-cell rows as 193. With the area growth from synthesis to layout at 11.15%, the reg2reg setup slack is 21810 ps.

The vertical die dimension was 529.6 um. By count the netlist is led by 2181 x nand2_1, 2144 x edfxtp_1, 1646 x o21ai_0. For the final routed database, the setup TNS stands at 0 ps. After its last routability iteration, the placer logged a weighted congestion of 0.9397. The horizontal extent of the die is 529.6 um, and the core area is 276700 um^2. With the endpoint arrival time on the critical path at 7030 ps, the total area of multi-input combinational cells is 40530 um^2. Per the timing report, the biggest fanout along the worst path comes to 47. Global-route usage over all layers: 0.3230.

The first global-routing pass estimated 608.1 mm of wire. The run gives 182.5 mm for the routed length on met2. During synthesis, Yosys emitted a total of 7 warnings. The run gives 10470 for the cell count listed in synth_stat.txt. Clock skew on the completed layout was measured at 95.20 ps. The run gives 60 ps for the clock transition at the registers of the reported paths. The tools report the count of fill cells added during filler insertion as 25084.

The run gives 84121 for the number of global-route vias before repair. The top layer used by detailed routing was met5. The most used flip-flop cell after synthesis is edfxtp_1. The run gives 0 as the number of nets still failing antenna checks after routing. The worst-margin pin slew works out to 1129 ps. The worst setup path is launched from an input pin. With the initial antenna violation count at 58, the fmax is 79.55 MHz. The number of distinct standard cells referenced by the synthesized netlist came out at 99.

The final period demand of the worst path is 12570 ps, and the worst-case headroom to the max-slew limit is 0.2277. Summing over every cut layer, the via total after detailed routing is 86794. The tools report the origin of the critical flop-to-flop path as ff_lsu_mm_buff_ctrl_start_addr.q[1]$_DFFE_PP_. The run gives 111400 um^2 for the yosys synthesis chip area. Per the hold report, the tightest min-delay path originates at genblk1[3].ff_lsu_mm_buff_ent_data_raw.q[68]$_DFFE_PP_.

The final layout contains routed wiring with a total length of 427.3 mm. Per the post-synthesis report, the number of cells in the design is 10470. For reference, the post-synthesis area per instance comes to 10.64 um^2. Entering global routing, the biggest net connects 165 pins.

The violation tally recorded at the end of detailed-routing iteration 0 is 8921. The OpenROAD report gives the critical path a required time of 22160 ps. Placed wire-length estimate: 256.9 mm. The floorplan-stage core utilization is 0.4024. The wire length on met3 is 68.44 mm. The most critical min-delay path falls under flip-flop to flip-flop. During placement, the flow inserted port buffers numbering 305. The leakage power in the latest report is 0.04484 uW. The post-synthesis async set-or-reset flop share works out to 0.008784. The tools report the total global routing overflow as 0. The synthesis report lists the most area-consuming cells as edfxtp_1 58%, o21ai_0 7.4%, nand2_1 7.4%.

The number of buffers added to fix hold violations after cts came out at 0. Number of hold-slack violations in the final timing report: 0. In the routed design, unresolved DRC markers number 0. Number of iterations in the first detailed-routing pass: 9.

The post-synthesis register bit count works out to 2163. Summed over all instances, the cell type with the most area after synthesis is edfxtp_1. For the clock net sink count, the log shows 2163. For reference, the most critical setup path is categorized as input pin to primary output. With the share of the clock period used by the worst path after layout at 0.4538, the top-level I/O count is 314. The fraction of layout instances using a drive strength above 1 is 0.09634, and the fraction of synthesized cell area taken by the top area cell type is 0.5782. The run gives 280500 um^2 for the die area. The run gives 220 as the number of buffers created by CTS. The tools report the endpoint type of the worst setup path as a primary output.

Power comes to 11920 uW. The vias per cell came out at 6.192. Share of the yosys chip area belonging to registers: 0.5824. Detailed-route wire length on metal 1: 150.3 mm.

Number of slew-limit violations in the final report: 0. Counting flops with a built-in enable in the synthesized netlist gives 2144. The max-cap violation count was 0. The script logs the mean routed wire length per placed instance as 30.48 um. The tightest hold path in the finished design has a slack of 443.7 ps. OpenROAD emitted warnings numbering 57. The run gives 64860 um^2 as the area occupied by registers.
metrics by stage:
stage | setup slack [ps] | util | area (um^2) | std cells
final | 15130 | 0.4473 | 123800 | 14017
after global placement | 15080 | 0.4208 | 116500 | 13567
after detailed placement | 15060 | 0.4208 | 116500 | 13567
after global routing | 14990 | 0.4470 | 123700 | 13982
after CTS | 15050 | 0.4469 | 123700 | 13971
after floorplan | 15410 | - | 111400 | 10470
worst max-delay path: stages:
cell and delay, ps:
buf_4 470, or2_2 450, clkdlybuf4s50_1 530
registers in the layout (all words and copies together), names as in the netlist:
register,count
ff_lsu_mm_buff_ctrl_addr_cnt.q,4
ff_lsu_mm_buff_ctrl_start_addr.q,4
ff_lsu_mm_buff_ram_read_addr.q,8
ff_lsu_mm_buff_mxu_vld.q,16
genblk1.ff_lsu_mm_buff_ent_data_raw.q,2048
ff_lsu_mm_buff_fetch_cnt.q,4
ff_lsu_mm_buff_ram_read_vld.q,1
ff_lsu_mm_buff_ctrl_row_len.q,4
ff_lsu_mm_buff_doing_cnt.q,4
ff_lsu_mm_buff_mxu_end.q,1
genblk1.genblk1.ff_lsu_mm_buff_cycle_cnt.q,64
ff_lsu_mm_buff_ctrl_col_len.q,4
ff_lsu_mm_buff_mxu_doing_cnt_doing.q,1
power breakdown:
part | internal (uW) | switching (uW) | leakage [uW]
registers | 5380 | 471 | 0.0207
clock network | 1690 | 1290 | 0.00350
logic | 889 | 2200 | 0.0207
total | 7960 | 3960 | 0.0448
layout by cell type (no fill, tap or decap), types with 53 or more instances in the layout:
master / Yosys / layout
a21oi_1: 283 / 283
a22o_1: 113 / 94
a22oi_1: 157 / 157
a31oi_1: 59 / 58
and3b_1: 123 / 123
buf_4: 186 / 412
clkbuf_16: 0 / 221
clkdlybuf4s50_1: 0 / 303
edfxtp_1: 2144 / 2144
mux2i_1: 75 / 75
nand2_1: 2181 / 2172
nand2b_1: 68 / 66
nand3_1: 57 / 53
nand3b_1: 315 / 315
nor2_1: 127 / 121
nor2b_1: 107 / 98
o21ai_0: 1646 / 1643
o21ai_1: 86 / 89
o22ai_1: 135 / 123
o31ai_1: 437 / 426
xnor2_1: 90 / 90
metal layers:
layer	vias to the layer above	track usage
li1	38040	-
met1	42031	0.4155
met2	5498	0.4388
met3	1158	0.2005
met4	67	0.1536
met5	-	0.02137
logic make-up after synthesis:
group | synth area share
compound gates | 0.1912
xor+xnor | 0.009045
fa+ha+maj | 0.002584
buf+inv | 0.06007
flops | 0.5824
mux | 0.01122
simple gates | 0.1435
worst paths after layout:
kind / to / cells past startpoint
hold reg to reg: genblk1[3].ff_lsu_mm_buff_ent_data_raw.q[60]$_DFFE_PP_ / 2
hold / removal: genblk1[3].ff_lsu_mm_buff_ent_data_raw.q[60]$_DFFE_PP_ / 2
setup reg to reg: genblk1[11].ff_lsu_mm_buff_ent_data_raw.q[81]$_DFFE_PP_ / 11
setup / recovery: lsu_mm_buff_ram_read_vld / 3
min in group asynchronous: ff_lsu_mm_buff_mxu_vld.q[10]$_DFF_PN0_ / 2
max in group asynchronous: ff_lsu_mm_buff_mxu_vld.q[3]$_DFF_PN0_ / 2
layout make-up:
cell class,count,share of cell area
sequential,2163,0.5240
multi-input combinational,6941,0.3275
timing repair buffer,725,0.05099
clock buffer,277,0.04678
tap,3705,0.03745
clock inverter,127,0.01141
inverter,33,0.001001
antenna,46,0.0009300
No activity file was given, so power comes from the tool's default toggle rates.
