$ cat design/flow/run.sh
#!/bin/bash
# OpenROAD 26Q1-2900-gdf79404cd8, Yosys 0.63+post, stock flow scripts
make -C /OpenROAD-flow-scripts/flow DESIGN_CONFIG=/design/flow/config.mk WORK_HOME=/design/flow/orfs finish
$ cat design/flow/config.mk
export PLATFORM = sky130hd
export DESIGN_NAME = data_byte_shifter
export DESIGN_NICKNAME = data_byte_shifter
export VERILOG_FILES = /design/flow/design.v
export SDC_FILE = /design/flow/constraint.sdc
export NUM_CORES = 4
export LEC_CHECK = 1
export CORE_UTILIZATION = 30
$ cat design/flow/constraint.sdc
current_design data_byte_shifter

set clk_period 38.9
set clk_io_pct 0.2

create_clock -name clk0 -period $clk_period

set non_clock_inputs [all_inputs -no_clocks]
set_input_delay [expr $clk_period * $clk_io_pct] -clock clk0 $non_clock_inputs
set_output_delay [expr $clk_period * $clk_io_pct] -clock clk0 [all_outputs]
$ cat design/flow/design.v
module data_byte_shifter(
    in,
    offset,
    out
);
    input [127:0] in;
    input [3:0] offset;
    output [127:0] out;
    wire [127:0] shiftted_data [15:0];
    genvar i;
    generate
        for (i = 1;i < 16;i=i+1) begin
            assign shiftted_data[i] = {in[7+i*8:0], in[127:8+i*8]};
        end
    endgenerate
    assign shiftted_data[0] = in;
    assign out = shiftted_data[offset];
endmodule
==> notes.md <==
impl run done, here's what came out: fp util 30.5%, fin crit share 51.9%, Slew HR 9.99%, register area share after synthesis 0%, fmax 0.0496 GHz, initial antenna violation count 13, Initial DRC Count 5511, largest net degree at the start of global routing 98, Mapped Cells 2619, status finished, final reports clean, yosys xor share 0%, largest stage delay on the critical path 0.68 ns, Final ANT Viol Nets 0, first drt pass iteration count 10, CP startpoint kind primary input, Critical Path Most Common Cell buf_4, CTS Hold Buffers Added 0, I/O pin count 260, Synth area leaders a22oi_1 (12%), a21oi_1 (8.4%), o21ai_0 (6.8%), Max-area cell share 11.6%, yosys cell count 2619, Max-Cap Viols 0, number of post-CTS setup repair buffers 0, crit path launch offset[1], Sw Share 63.4%, worst-margin pin slew 1.35 ns, Cell Type Count 77, syn avg cell area 6.00 µm², maximum vdd drop 12.1 µV, setup ws final 18.72 ns, Chip Area 0.0533 mm², overall routing resource usage 50.6%, Final min period 20.18 ns, Adder Area Share 0%, hold crit path type primary input to output port, hold slack 16.61 ns, Post-Synth AOI/OAI Area 59.0%, Final Wtd Congestion 1.10, max-slew violations 0, DR WL/cell 42.4 µm, DR vias/cell 8.21, GRT Residual Overflow 0, Synth Cell Area 0.0157 mm², Top Layout Cells a21oi_1 (263), clkdlybuf4s50_1 (256), a22oi_1 (243), nand2_1 (237), o21ai_0 (212), final wirelength 139 mm, share of post-route cells with drive strength above 1 7.36%, num rows 83, DP Wirelength 85.1 mm, Place WS 19.05 ns, Die Ht 231 µm, crit path capture type output port, vias after detailed routing 26906, sw power 0.000196 W, Post-Synth Simple-Gate Area 21.5%, CP arrival 12.40 ns, P_leak 6.10 nW, CP Capture Point out[100], Power Dens Cells 16.8 mW/mm², worst-path maximum fanout 90, chip width 231 µm, drt drc 0, tool warnings 32, Final Setup Violations 0, largest area contributor in the netlist a22oi_1, unrepaired setup endpoints after global routing no, Critical Path, Cell by Cell clkbuf_8 -> buf_4 -> buf_4 -> buf_4 -> nor2b_2 -> nand2_1 -> o221ai_1 -> a21oi_1 -> a32oi_1 -> clkdlybuf4s50_1, Post-CTS Resized 0, slowest CP cell nand2_1, MI comb area 0.0137 mm², cell internal pwr 0.000113 W, most used logic cell in the final layout a21oi_1, final hold vios 0, top comb family, area AND-OR/OR-AND gates, critical path class primary input to output port, area occupied by registers 0 µm², vias in the first global route 25246, Core Region 0.0515 mm², count of buffers from port buffering 260, first-pass GRT wire length 193 mm, area grow syn2layout 17.1%, Flop Count 0, total power draw 0.000310 W, CLK BUF 0, critical path required time 31.12 ns, setup_tns 0 ns, YS chip area 0.0157 mm², synth warn 2, fill count 5657, MUX area fraction 6.13%
## cell type report
| cell class | count | area share [%] |
|---|---|---|
| Antenna cell | 15 | 0.204 |
| Inverter | 36 | 0.734 |
| Multi-Input combinational cell | 2149 | 74.6 |
| Tap cell | 680 | 4.62 |
| Timing Repair Buffer | 397 | 19.8 |
## power by group through the flow
stage	Clock, W	Combinational (W)	Sequential, W
CTS	0	0.000289	0
global route	0	0.000312	0
## how the worst min path moves through the flow
stage	start	end	slack, ns	depth (start not counted)
4_1_cts	offset[3]	out[126]	16.59	4
5_1_grt	offset[3]	out[126]	16.61	4
6_report	offset[3]	out[126]	16.61	4
## layer usage
metal,share of wire (%),vias to the layer above,GRT usage (%),routed length [µm]
met5,0.053,-,0,74
met4,10,10,39.9,14400
met3,17,1094,25.2,23000
met2,39,3316,69.2,54300
met1,34,12355,59.4,47000
li1,-,10131,-,-
## Yosys cell counts, types with 22 or more instances
cell type	n
nor2_1	162
mux2i_1	85
a221oi_1	43
nand2b_1	59
a31oi_1	43
a32oi_1	25
o32a_1	46
a2bb2oi_1	22
a22o_1	31
inv_1	33
a21oi_1	263
o22ai_1	155
nand3_1	59
and3_1	24
buf_2	158
nand2_1	238
nor2b_1	73
buf_4	25
o221ai_1	40
a22oi_1	243
a21boi_0	22
o21ai_0	213
clkbuf_1	224
## through the flow
| stage | std cells | util, % | area, µm² |
|---|---|---|---|
| after floorplan | 2619 | - | 15700 |
| after global placement | 3261 | 35.6 | 18400 |
| after detailed placement | 3261 | 35.6 | 18400 |
| after CTS | 3261 | 35.6 | 18400 |
| after global routing | 3262 | 35.7 | 18400 |
| final | 3277 | 35.7 | 18400 |
## kinds of logic after synthesis
logic type | count (synthesis)
AOI/OAI and AO/OA | 1350
and+or+nand+nor | 704
buffers and inverters | 470
muxes | 95
## critical path: cells and delay by family
kind	cells	cell delay, ns
buf+inv	5	2.72
simple gates	2	0.96
compound gates	3	0.83
Power and IR drop assume default switching activity.
